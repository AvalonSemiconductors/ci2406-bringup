==> config.mk <==
export PLATFORM = sky130hd
export DESIGN_NAME = disp
export DESIGN_NICKNAME = disp
export VERILOG_FILES = /design/flow/design.v
export SDC_FILE = /design/flow/constraint.sdc
export NUM_CORES = 4
export LEC_CHECK = 1
export CORE_AREA = 10 10 70 70
export DIE_AREA = 0 0 80 80
==> constraint.sdc <==
current_design disp

set clk_period 1.0
set clk_io_pct 0.2

create_clock -name clk0 -period $clk_period

set non_clock_inputs [all_inputs -no_clocks]
set_input_delay [expr $clk_period * $clk_io_pct] -clock clk0 $non_clock_inputs
set_output_delay [expr $clk_period * $clk_io_pct] -clock clk0 [all_outputs]
==> design.v <==
module disp(
	input [3:0] nibble,
	output [6:0] segments
);
reg [6:0] rom;
always @(*) begin
	case(nibble)
		0: rom = 7'b1111110;
		1: rom = 7'b0110000;
		2: rom = 7'b1101101;
		3: rom = 7'b1111001;
		4: rom = 7'b0110011;
		5: rom = 7'b1011011;
		6: rom = 7'b1011111;
		7: rom = 7'b1110000;
		8: rom = 7'b1111111;
		9: rom = 7'b1111011;
		10: rom = 7'b1110111;
		11: rom = 7'b0011111;
		12: rom = 7'b0001101;
		13: rom = 7'b0111101;
		14: rom = 7'b1001111;
		15: rom = 7'b1000111;
	endcase
end
assign segments = rom;
endmodule
==> run.sh <==
#!/bin/bash
# OpenROAD 26Q1-2900-gdf79404cd8, Yosys 0.63+post, stock flow scripts
make -C /OpenROAD-flow-scripts/flow DESIGN_CONFIG=/design/flow/config.mk WORK_HOME=/design/flow/orfs finish
==> qor.yml <==
floorplan:
  rows: 21
  coreArea_mm2: 0.00342
  fp-utilization: 0.0788
  boundaryPins: 11
  dieArea_mm2: 0.00640
  die_w_um: 80
  dieHeight_um: 80
setup_path:
  critPathLaunchType: "input pin"
  critPathBufInv: 3
  cp_slowest_stage_delay_ps: 430
  arrival_ps: 1140
  endpoint_kind: "primary output"
  cp_max_fo: 5
  critical_path_class: "input pin to primary output"
  worstPathCellList: "buf_12 -> inv_12 -> ha_4 -> mux4_2 -> buf_2"
  worst_path_max_delay_cell: "mux4_2"
  critPathTopFamily: "multiplexers"
  required_ps: 800
cells_and_area:
  clock_buffers: 0
  layout_top_cell: "buf_4"
  area_delta_synth_final_pct: 125
  ff_count: 0
  seq_area_um2: 0
  mostFrequentLayoutCells: "buf_4, ha_4, buf_2"
  nFillCells: 384
  layout-drive-gt1-share: 0.635
  instances_no_fill: 98
flow_run:
  warnings: 41
  drv_cap: 0
routing:
  vias: 293
  totalWireLength_um: 796
  antenna_left: 0
  num_antenna_cells: 0
  wire_per_inst_um: 8.12
  drtIter0Drc: 17
  drc: 0
  firstDrtPassIters: 2
  via_per_inst: 2.99
timing:
  period_needed_ps: 1340
  rsz0062_at_grt: "true"
  finalMaxSlewViolations: 0
  setup_ws_ps: -342
  min_period_over_period: 1.34
  finalSetupViolCount: 7
  maxSlewHeadroom: 0.848
  worstMarginPinSlew_ps: 226
  hold_violations: 0
  fmax_ghz: 0.745
power_and_ir_drop:
  ir_drop_uv: 97.8
  leakagePower_nw: 0.245
  powerDensity_mw_per_mm2: 341
  p_total_mw: 0.207
yosys:
  postSynthAreaPerCell_um2: 8.41
  yosysTopAreaCell: "ha_1"
  yosysWarnings: 1
  top_cells_by_area: "ha_1, mux4_2, inv_1"
  ys_cells: 32
  synthDistinctLibCells: 16
  top_area_frac: 0.326
  synthCells: 32
  mappedNetlistArea_um2: 269
  yosys_area_um2: 269
  ys_seq_share: 0
outcome:
  status: "complete, but fails checks"
  failed_checks: "setup timing"
global_route:
  grt_max_degree: 7
  antenna_found_initial: 0
  grt_first_pass_wirelength_um: 1390
  grt_overflow: 0
  grt_pass1_vias: 294
  grt_usage: 0.0250
worst_hold_path:
  hp-class: "input pin to primary output"
placed_design:
  numPlacedInstances: 95
  hpwlAfterDp_um: 670
  dpl_worst_slack_ps: -1190
  io_buffers: 11
  gp_congestion: 0.819
clock_tree:
  hold_buffers: 0
## synth_stat cells
cell,number
o21bai_1,1
o32a_1,1
and2b_1,1
nor2b_1,3
a31o_2,1
ha_1,7
a211o_1,1
a21oi_1,1
o31ai_1,1
o22a_1,1
mux4_2,2
buf_2,1
nand2b_1,3
inv_1,6
nand2_1,1
inv_2,1
## worst min-delay path: cells and delay by family
kind / cells / cell delay (ps)
AND-OR/OR-AND: 1 / 90
buffers and inverters: 3 / 320
## repair_timing
item | in CTS | in global routing
pin swaps | 7 | 4
endpoints found under the setup margin | 7 | 7
resized | 39 | 12
buffers inserted | 3 | 2
## per-stage QoR
step / hold slack [ps] / instance area, um2 / TNS, ps / util
2_1_floorplan: 470 / 339 / -44.5 / -
3_3_place_gp: 1470 / 567 / -7530 / 0.166
3_5_place_dp: 1470 / 567 / -7580 / 0.166
4_1_cts: 910 / 597 / -2550 / 0.175
5_1_grt: 849 / 606 / -2040 / 0.177
6_report: 807 / 606 / -1780 / 0.177
## logic make-up (layout without fill, tap and decap cells)
group / after synthesis / count (layout) / share of synthesized area
mux: 2 / 2 / 0.167
simple gates: 8 / 8 / 0.181
compound gates: 7 / 7 / 0.209
buf+inv: 8 / 28 / 0.116
fa+ha+maj: 7 / 7 / 0.326
## where the power goes
group	total (mW)	internal, mW	switching (mW)	leakage (nW)
combinational	0.207	0.126	0.0804	0.245
clock	0	0	0	0
sequential	0	0	0	0
total	0.207	0.126	0.0804	0.245
## layer usage
metal,vias up,GRT usage,share of wire
li1,152,-,-
met1,134,0.0359,0.49
met2,7,0.0409,0.46
met3,0,0.00341,0.048
met4,0,0,0
met5,-,0,0
## worst paths after layout
| path | startpoint | slack (ps) | depth (start not counted) | endpoint |
|---|---|---|---|---|
| setup / recovery | nibble[1] | -340 | 5 | segments[3] |
| hold / removal | nibble[3] | 810 | 4 | segments[0] |
## area by class of cell
type	instances	area [um2]	share of cell area
tap	46	57.6	0.0950
inverter	7	51.3	0.0847
timing repair buffer	21	181	0.300
multi-input combinational	24	315	0.521
No activity file was given, so power comes from the tool's default toggle rates.
