==> design/flow/design.v <==
module as1802_cs(
	output int_b,
	output [3:0] EF_b,
	input [2:0] N,
	input xclk,
	input [2:0] addr,
	input A15,
	input MRD_b,
	input MWR_b,
	output LED = 0,
	inout [7:0] D,
	output reg [7:0] PORTA = 0,
	input [7:0] PORTB,
	output TXD,
	input RXD,
	output SCK,
	output SDO,
	input SDI
);
assign LED = PORTA[7];
reg [7:0] ior;
always @(*) begin
	case(addr)
		default: ior = 8'hxx;
		0: ior = PORTA;
		1: ior = PORTB;
		2: ior = uart_dout;
		3: ior = spi_dout;
		4: ior = timer[7:0];
		5: ior = timer[15:8];
	endcase
end
assign D = read_cond ? ior : 8'hzz;
assign int_b = (t_flag || !tmr_int_en) && (!uart_int_en || !uart_has_byte);
reg [15:0] timer = 0;
reg [15:0] ttop = 0;
reg t_flag = 1;
assign EF_b = ~{uart_busy, spi_busy, uart_has_byte, t_flag};
wire write_cond = !MWR_b && A15;
wire read_cond = !MRD_b && A15 && !write_cond;
reg timer_on = 0;
reg [2:0] tdiv = 0;
reg uart_int_en = 0;
reg tmr_int_en = 0;
always @(posedge xclk) begin
	tdiv <= tdiv + 1;
	if(tdiv == 0 && timer_on) timer <= timer + 1;
	if(timer == ttop) begin
		timer <= 0;
		t_flag <= ttop == 0 || !timer_on;
	end
	if(write_cond) case(addr)
		0: PORTA  <= D;
		1: begin
			if(D[7]) t_flag <= 1;
			else begin
				timer_on <= D[0];
				uart_int_en <= D[1];
				tmr_int_en <= D[2];
			end
		end
		4: timer[7:0]  <= D;
		5: timer[15:8] <= D;
		6: ttop[7:0]   <= D;
		7: ttop[15:8]  <= D;
	endcase
end
wire [7:0] uart_dout;
wire uart_busy;
wire uart_has_byte;
uart uart(
	.divisor(235),  
	.din(D),
	.dout(uart_dout),
	.TX(TXD),
	.RX(RXD),
	.start(write_cond && addr == 2),
	.busy(uart_busy),
	.has_byte(uart_has_byte),
	.clr_hb(read_cond && addr == 2),
	.clk(xclk)
);
wire [7:0] spi_dout;
wire spi_busy;
vliw_spi spi(
	.divisor(3),  
	.din(D),
	.dout(spi_dout),
	.SCLK(SCK),
	.DO(SDO),
	.DI(SDI),
	.start(write_cond && addr == 3),
	.busy(spi_busy),
	.clk(xclk)
);
endmodule
module uart(
	input [15:0] divisor,
	input [7:0] din,
	output reg [7:0] dout = 0,
	output reg TX = 1,
	input RX,
	input start,
	output reg busy = 0,
	output reg has_byte = 0,
	input clr_hb,
	input clk
);
reg [9:0] data_buff = 0;
reg [11:0] div_counter = 0;
reg [3:0] counter = 0;
reg receiving = 0;
reg [7:0] receive_buff = 0;
reg [3:0] receive_counter = 0;
reg [11:0] receive_div_counter = 0;
always @(posedge clk) begin
	if(clr_hb) has_byte <= 0;
	if(start) begin
		counter <= 4'b1011;
		div_counter <= 0;
		data_buff <= {1'b1, din, 1'b0};
		busy <= 1;
	end
	if(counter != 0) begin
		div_counter <= div_counter + 1;
		if(div_counter == divisor) begin
			div_counter <= 0;
			counter <= counter - 1;
			TX <= data_buff[0];
			data_buff <= {1'b1, data_buff[9:1]};
		end
	end else begin
		TX <= 1;
		busy <= start;
	end
	if(!receiving && !RX) begin
		receiving <= 1;
		receive_counter <= 4'b1000;
		receive_buff <= 0;
		receive_div_counter <= 0;
	end
	if(receiving) begin
		receive_div_counter <= receive_div_counter + 1;
		if(receive_div_counter == divisor) begin
			receive_div_counter <= 0;
			receive_counter <= receive_counter - 1;
			if(receive_counter == 0) begin
				receiving <= 0;
				dout <= receive_buff;
				has_byte <= 1;
			end else begin
				receive_buff <= {RX, receive_buff[7:1]};
			end
		end
	end
end
endmodule
module vliw_spi(
	input [7:0] divisor,
	input [7:0] din,
	output reg [7:0] dout = 0,
	output reg SCLK = 0,
	output reg DO = 0,
	input DI,
	input start,
	output reg busy = 0,
	input clk
);
reg [7:0] data_out_buff = 0;
reg [7:0] data_in_buff = 0;
reg [3:0] div_counter = 0;
reg [4:0] counter = 5'b11111;
always @(posedge clk) begin
	if(start) begin
		counter <= 5'b10000;
		div_counter <= 0;
		data_out_buff <= din;
		data_in_buff <= 1;
		SCLK <= 0;
	end
	if(counter != 5'b11111) begin
		busy <= 1;
		div_counter <= div_counter + 1;
		if(div_counter == divisor) begin
			div_counter <= 0;
			counter <= counter - 1;
			if(!counter[0]) begin
				DO <= data_out_buff[7];
				data_out_buff <= {data_out_buff[6:0], 1'b0};
				SCLK <= 0;
			end else begin
				SCLK <= 1;
				data_in_buff <= {data_in_buff[6:0], DI};
			end
		end
	end else begin
		SCLK <= 0;
		DO <= 0;
		busy <= 0;
		dout <= data_in_buff;
	end
end
endmodule
==> design/flow/run.sh <==
#!/bin/bash
# OpenROAD 26Q1-2900-gdf79404cd8, Yosys 0.63+post, stock flow scripts
make -C /OpenROAD-flow-scripts/flow DESIGN_CONFIG=/design/flow/config.mk WORK_HOME=/design/flow/orfs finish
==> design/flow/config.mk <==
export PLATFORM = sky130hd
export DESIGN_NAME = as1802_cs
export DESIGN_NICKNAME = as1802_cs
export VERILOG_FILES = /design/flow/design.v
export SDC_FILE = /design/flow/constraint.sdc
export NUM_CORES = 4
export LEC_CHECK = 1
export CORE_UTILIZATION = 40
==> design/flow/constraint.sdc <==
current_design as1802_cs

set clk_period 3.5
set clk_io_pct 0.2

create_clock -name clk0 -period $clk_period [get_ports {xclk}]

set non_clock_inputs [all_inputs -no_clocks]
set_input_delay [expr $clk_period * $clk_io_pct] -clock clk0 $non_clock_inputs
set_output_delay [expr $clk_period * $clk_io_pct] -clock clk0 [all_outputs]
==> summary.txt <==
Implementation progress

The sequential-to-total area share from yosys stat stands at 52.4%. From bottom edge to top edge, the die measures 133 um. The floorplan-stage core utilization stands at 41.2%.

The netlist area before placement stands at 6850 um2. In this run, CTS created clock tree buffers numbering 17. Post-synth the commonest register cell is dfxtp_1.

Among all cell types in the netlist, the one instantiated most often is nand2_1. The number of clock sinks seen by CTS stands at 144. A synthesized cell averages slightly above 10 um2. The instance area after placement stands at 7380 um2. Yosys mapped the design onto 64 distinct sky130hd cell types. The post-CTS setup buffer count stands at 0.

Synthesis produced between 600 and 700 cells. Per the synth stats, the proportion of register bits with asynchronous set or reset is 0%. The area share of the largest cell type after synthesis stands at 31.1%.

The cell sitting at the root of the clock tree is a clkbuf_16. Per the synthesis report, the dominant area consumer among library cells is edfxtp_1. Per the OpenROAD floorplan log, the width of the die is 133 um. In this run, post-CTS hold repair placed 0 buffers. During I/O placement, the number of pins put on the boundary was between 40 and 50. In the synthesized netlist, the cells that appear most often are 81 x nand2_1, 73 x dfxtp_1, 71 x edfxtp_1. By area the synthesized netlist is led by edfxtp_1 31%, dfxtp_1 21%, xnor2_1 5.1%, nand2_1 4.4%, nor2_1 3.7%.

In the synthesis report, Yosys lists the chip area as 6850 um2. In the Yosys report the total cell count is 675. The first error in the log reads "[error] [KeplerFormal.cpp:679] Workflow failed: Iso has multiple drivers: .D1, _0628_.Y0". The final weighted congestion recorded by global placement is 0.972. In this run the core area contains 47 standard-cell rows. According to the logs, the last stage reached was 4_1_cts. Input and output buffers added on the ports amount to 31.

The HPWL after detailed placement stands at between 10 and 15 mm. The run stopped with a tool error. The worst-case clock buffer depth stands at 2. The count of state elements after synthesis stands at 144.

The report lists the number of cells resized after CTS as 0. The maximum level of the CTS H-tree stands at 4. Yosys mapped a number of flops with a built-in enable equal to 71. The number of warnings reported in the yosys synthesis log stands at 8.
## per-stage QoR
stage	util [%]	instances	worst slack (ns)	hold slack [ns]
global placement	44.3	908	0.296	0.388
floorplan	-	676	1.00	0.380
detailed placement	44.3	908	0.270	0.403
## logic make-up after synthesis
kind of cell    count (synthesis)  share of synthesized area, %
simple gates                  274                          21.3
flops                         144                          52.4
compound gates                120                          10.9
xor+xnor                       55                          7.03
buf+inv                        54                          3.89
mux                            17                          2.52
fa+ha+maj                      10                          1.83
other cells                     1                        0.0547
